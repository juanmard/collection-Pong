==> ./design.v <==
module PxsFrontonGame (
                input wire        px_clk,        
				input wire		  rightButton,
				input wire 		  leftButton,
                input wire [22:0] VGAStr_i,        
				output reg [7:0]  counter,			 
                output reg [25:0] RGBStr_o        
               );
    parameter width_logo = 8;
    parameter height_logo = 10;
    parameter height_paddle = 8;
    parameter border = 0;
    parameter [9:0] x_logo_min = border;
    parameter [9:0] x_logo_max = 640 - width_logo - border;
    parameter [9:0] y_logo_min = border;
    parameter [9:0] y_logo_max = 480 - height_logo - border;
	parameter [9:0] VISIBLECOLS = 640;
	parameter [9:0] VISIBLEROWS = 480;
	reg [4:0] SPEED;
	reg dx,dy;
	wire endframe;
	reg [9:0] x_logo, y_logo, x_paddle, y_paddle;
	reg [9:0] BX, BY, PX, PY;
	reg [22:0] AuxStr1, AuxStr2;
	reg [6:0] width_paddle;
	reg Ball, Paddle, left, right;
	initial
    begin
		x_logo <= (640 - width_logo)/4;
		y_logo <= (480 - height_logo)/2;
		x_paddle <= 320;
		y_paddle <= 480 - 20;
		width_paddle<= 64;
		counter<=0;
		left<=0;
		right<=0;
		dx <=0;
		dy <=0;
		SPEED <= 2;
    end
	assign endframe = (VGAStr_i[22:13]==VISIBLECOLS-1 && VGAStr_i[12:3]==VISIBLEROWS-1)? 1'b1 : 1'b0 ;
	always @(posedge px_clk)
    begin
		BX <= VGAStr_i[22:13]-x_logo; PX<= VGAStr_i[22:13]-x_paddle;
		BY <= VGAStr_i[12:3]-y_logo; PY <= VGAStr_i[12:3]-y_paddle;
		AuxStr1[2:2]<=VGAStr_i[2:2]; AuxStr1[1:1]<=VGAStr_i[1:1];
		AuxStr1[22:13]<=VGAStr_i[22:13]; AuxStr1[12:3]<=VGAStr_i[12:3];
		AuxStr1[0:0]<=VGAStr_i[0:0];
	end
	always @(posedge px_clk)
    begin
		Ball<= (BX >= 0 && BX < width_logo) && (BY >= 0 && BY < height_logo);
		Paddle <= (PX >= 0 && PX < width_paddle) && (PY >= 0 && PY < height_paddle);
		AuxStr2[2:2]<=AuxStr1[2:2]; AuxStr2[1:1]<=AuxStr1[1:1];
		AuxStr2[22:13]<=AuxStr1[22:13]; AuxStr2[12:3]<=AuxStr1[12:3];
		AuxStr2[0:0]<=AuxStr1[0:0];
	end		
	always @(posedge px_clk)
    begin
		RGBStr_o[2:2]<=AuxStr2[2:2]; RGBStr_o[1:1]<=AuxStr2[1:1];
		RGBStr_o[22:13]<=AuxStr2[22:13]; RGBStr_o[12:3]<=AuxStr2[12:3];
		RGBStr_o[0:0]<=AuxStr2[0:0];
		RGBStr_o[25:23]<= (Ball || Paddle)? 3'b111:3'b001;
	end
	always @(posedge px_clk)
    begin
		if (endframe)
		begin
				if (x_logo>=x_logo_max  || x_logo>=(VISIBLECOLS-SPEED-border) || x_logo<border || x_logo<SPEED) 
				begin	
					dx = ~ dx;
				end
				if (y_logo<border || y_logo<SPEED)			
				begin
					dy = ~ dy;
				end
				if (y_logo>=y_logo_max  || y_logo>=(VISIBLEROWS-SPEED-border))			
				begin
					dy = ~ dy;
					counter<=counter-1;
				end
				if (y_logo>= y_paddle-SPEED-height_paddle && x_logo> x_paddle && x_logo<x_paddle+ width_paddle)			
				begin
					dy = ~ dy;
					counter<=counter+1;
				end
				if (dx==0)
					x_logo = x_logo+SPEED;
				else 
					x_logo = x_logo-SPEED;
				if (dy==0)
					y_logo = y_logo+SPEED;
				else 
					y_logo = y_logo-SPEED;
				if (left==1)
					x_paddle = x_paddle-2;					
				else
					if (right==1)
						x_paddle = x_paddle+2;
		end		
    end
	always @(posedge px_clk)
    begin
		if (leftButton==1)
			left <= 1;
		else 
			left<=0;
		if (rightButton)
			right<=1;
		else
			right<=0;
	end
endmodule
==> ./run.sh <==
#!/bin/bash
# OpenROAD 26Q1-2900-gdf79404cd8, Yosys 0.63+post, stock flow scripts
make -C /OpenROAD-flow-scripts/flow DESIGN_CONFIG=/design/flow/config.mk WORK_HOME=/design/flow/orfs finish
==> ./config.mk <==
export PLATFORM = sky130hd
export DESIGN_NAME = PxsFrontonGame
export DESIGN_NICKNAME = PxsFrontonGame
export VERILOG_FILES = /design/flow/design.v
export SDC_FILE = /design/flow/constraint.sdc
export NUM_CORES = 4
export LEC_CHECK = 1
export CORE_UTILIZATION = 50
==> ./constraint.sdc <==
current_design PxsFrontonGame

set clk_period 9.7
set clk_io_pct 0.2

create_clock -name clk0 -period $clk_period [get_ports {px_clk}]

set non_clock_inputs [all_inputs -no_clocks]
set_input_delay [expr $clk_period * $clk_io_pct] -clock clk0 $non_clock_inputs
set_output_delay [expr $clk_period * $clk_io_pct] -clock clk0 [all_outputs]
==> impl_metrics.env <==
# physical design summary
export IMPL_clock_sinks=138
export IMPL_tightestPinTransition_ns=0.896
export IMPL_finalCriticalPeriod_ns=4.91
export IMPL_cts_buffers=17
export IMPL_cts_max_level=4
export IMPL_yosys_warnings=1
export IMPL_vias_per_cell=5.34
export IMPL_cts_resized=0
export IMPL_critPathMaxStageDelay_ns=0.72
export IMPL_ff2ff_setup_slack_ns=4.79
export IMPL_synth_cells_yosys=575
export IMPL_hpwlAfterDp_um=8710
export IMPL_status="finished clean"
export IMPL_track_usage_pct=20.7
export IMPL_syn_instance_count=575
export IMPL_fp_dieW_um=114
export IMPL_drc=0
export IMPL_synth_edff_count=37
export IMPL_gp_congestion=0.918
export IMPL_cp_arrival_ns=5.07
export IMPL_ant_nets=0
export IMPL_root_buffer="clkbuf_16"
export IMPL_grt_pass1_wl_um=20200
export IMPL_grt_max_degree=23
export IMPL_maxSlewViolCount=0
export IMPL_cts_setup_buffers=0
export IMPL_hold_slack_ns=0.321
export IMPL_worstHoldEndpoint="AuxStr2[20]"
export IMPL_hold_viol_final=0
export IMPL_internal_power_w=0.00102
export IMPL_critPathMaxFanout=15
export IMPL_p_sw_share_pct=21.7
export IMPL_postSynthSeqShare_pct=50.1
export IMPL_endpoint_kind="register"
export IMPL_clock_latency_ns=0.41
export IMPL_combPwrFrac_pct=5.0
export IMPL_min_path_type="reg2reg"
export IMPL_hold_buffers=0
export IMPL_drive_gt1_share_pct=6.93
export IMPL_setup_tns_ns=0
export IMPL_clkTransAtPathRegs_ns=0.06
export IMPL_drt_total_wl_um=12200
export IMPL_setup_viol=0
export IMPL_slew_headroom_pct=40.0
export IMPL_ir_drop_v=0.000144
export IMPL_n_antenna_cell=0
export IMPL_vias=4365
export IMPL_p_sw_w=0.000281
export IMPL_coreArea_mm2=0.0121
export IMPL_antenna_found_initial=0
export IMPL_synth_area_per_cell_um2=10.9
export IMPL_min_path_cells=0
export IMPL_yosysTopAreaCell="dfxtp_1"
export IMPL_die_h_um=114
export IMPL_path_delay_family="AND-OR/OR-AND gates"
export IMPL_routedWlPerCell_um=15.0
export IMPL_async_reset_ff_share_pct=0
export IMPL_dieArea_mm2=0.0130
export IMPL_critPathBufInv=2
export IMPL_rows=40
export IMPL_ctsLongestPathBuffers=2
export IMPL_io_pins=60
export IMPL_topCellsByArea="dfxtp_1 32%, edfxtp_1 18%, ha_1 11%"
export IMPL_worstReg2RegStart="x_paddle[6]"
export IMPL_clkPwrFrac_pct=46.8
export IMPL_top_area_share_pct=32.4
export IMPL_setup_worst_path_class="reg2reg"
export IMPL_areaGrowthSynthToFinish_pct=20.0
export IMPL_path_cells="ha_1 -> inv_1 -> ha_1 -> a21o_1 -> a21o_1 -> o21a_1 -> nor2_1 -> clkinv_1 -> ha_1 -> a21o_1 -> a21oi_1 -> o21bai_1 -> a21oi_1 -> o21ai_0 -> xnor2_1"
export IMPL_drt_iter0_drc=343
export IMPL_syn_area_mm2=0.00625
export IMPL_cts_tree="yes"
export IMPL_flop_cell="dfxtp_1"
export IMPL_max_freq_ghz=0.204
export IMPL_rr_endpoint="counter[7]"
export IMPL_skew_ns=0.00809
export IMPL_tool_warnings=28
export IMPL_powerDensity_mw_per_mm2=173
export IMPL_maxCapViolations=0
export IMPL_worstHoldStart="AuxStr1[20]"
export IMPL_startpoint_type="register"
export IMPL_rsz0062_at_grt="no"
export IMPL_synth_distinct_cells=62
export IMPL_ys_flops=138
export IMPL_grt_pass1_vias=4120
export IMPL_leakagePower_nw=3.02
export IMPL_dr_pass1_iters=4
export IMPL_fillers=974
export IMPL_ys_area_mm2=0.00625
export IMPL_worst_r2r_cell_count=15
export IMPL_finalClockPeriodUsage_pct=50.6
export IMPL_cp_slowest_cell="nor2_1"
export IMPL_required_ns=9.86
export IMPL_grt_overflow=0
export IMPL_initCoreUtil_pct=51.6
export IMPL_seqPwrFrac_pct=48.2
export IMPL_portBuffers=58
## worst max-delay path by stage
stage | start | endpoint | slack [ns] | cells past startpoint
after CTS | x_paddle[6] | counter[7] | 4.82 | 15
after global routing | x_paddle[6] | counter[7] | 4.47 | 15
final | x_paddle[6] | counter[7] | 4.79 | 15
## layout make-up
type	instances	area (um2)	share of cell area [%]
sequential	138	3130	41.8
multi-input combinational	375	2830	37.7
timing repair buffer	61	603	8.04
clock buffer	19	443	5.91
tap	168	210	2.80
inverter	44	165	2.20
clock inverter	12	115	1.54
## flip-flops by register name (all words and copies together), names as in the netlist, 8 cells and up
name	cells
x_logo	9
AuxStr1	23
AuxStr2	23
RGBStr_o	24
x_paddle	9
y_logo	9
BY	9
counter	8
## worst register-to-register path: cells and delay by family, from the launching register on
kind / cells / cell delay, ns
AOI/OAI and AO/OA: 8 / 1.54
xor gates and xnor gates: 1 / 0.14
adders and majority gates: 3 / 1.09
buffers and inverters: 2 / 0.73
DFF: 1 / 0.45
and+or+nand+nor: 1 / 0.72
## logic make-up after synthesis
| family | synth area share (%) |
|---|---|
| AND-OR/OR-AND | 12.4 |
| XOR/XNOR | 7.43 |
| adder cells (fa/ha/maj) | 11.8 |
| buffers and inverters | 4.62 |
| flip-flops | 50.1 |
| multiplexers | 1.12 |
| other | 0.0600 |
| AND/OR/NAND/NOR | 12.5 |
## cells in the final DEF (no fill, tap or decap), drive strengths merged, types with 6 or more instances in the layout
cell type      Yosys  routed
dfxtp            101     101
clkdlybuf4s50      0      58
ha                54      54
inv               43      47
xnor2             43      43
edfxtp            37      37
a21oi             32      32
nor2              32      32
nand2             27      27
clkbuf             6      19
nand4             18      18
o21ai             16      16
nand3             14      14
a21o              13      13
a2111oi           13      13
nor4              12      12
nor3              11      11
xor2              10      10
o21bai             8       8
mux2i              7       7
or3                7       7
clkinv             1       7
nand2b             6       6
## synth_stat cells, drive strengths merged (13+ instances only)
master and number:
dfxtp 101, ha 54, inv 43, xnor2 43
edfxtp 37, a21oi 32, nor2 32, nand2 27
nand4 18, o21ai 16, nand3 14, a2111oi 13
a21o 13
## per-stage QoR
step | instances | area (um2) | power, W | util (%) | worst slack, ns
after floorplan | 575 | 6250 | 0.000669 | - | 6.07
after global placement | 786 | 6940 | 0.000701 | 57.3 | 4.96
after detailed placement | 786 | 6940 | 0.000703 | 57.3 | 4.85
after CTS | 817 | 7500 | 0.00131 | 61.9 | 4.82
after global routing | 817 | 7500 | 0.00135 | 61.9 | 4.47
final | 817 | 7500 | 0.00130 | 61.9 | 4.79
## metal layers
metal	track usage, %	vias up	share of wire [%]
li1	-	2209	-
met1	32.4	2024	49
met2	31.3	121	44
met3	5.52	11	6.3
met4	2.86	0	0.87
met5	0	-	0
## power by group through the flow
stage,Combinational [W],Clock (W),Sequential [W]
after CTS,0.0000658,0.000619,0.000625
after global routing,0.0000728,0.000647,0.000628
final,0.0000652,0.000607,0.000625
No activity file was given, so power comes from the tool's default toggle rates.
