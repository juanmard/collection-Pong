--- design/flow/constraint.sdc ---
current_design PxsDigit

set clk_period 4.9
set clk_io_pct 0.2

create_clock -name clk0 -period $clk_period [get_ports {px_clk}]

set non_clock_inputs [all_inputs -no_clocks]
set_input_delay [expr $clk_period * $clk_io_pct] -clock clk0 $non_clock_inputs
set_output_delay [expr $clk_period * $clk_io_pct] -clock clk0 [all_outputs]
--- design/flow/run.sh ---
#!/bin/bash
# OpenROAD 26Q1-2900-gdf79404cd8, Yosys 0.63+post, stock flow scripts
make -C /OpenROAD-flow-scripts/flow DESIGN_CONFIG=/design/flow/config.mk WORK_HOME=/design/flow/orfs finish
--- design/flow/design.v ---
module PxsDigit #(
        parameter color = 3'b111)
        (
        input wire        px_clk,       
        input wire [25:0] RGBStr_i,     
        input wire [9:0]  pos_x,        
        input wire [9:0]  pos_y,        
        input wire [3:0]  number,       
        output reg [25:0] RGBStr_o      
        );
parameter wseg = 30;              
parameter hseg = 10;              
reg [6:0] segments;
always @(posedge px_clk)
begin
    case (number)
        4'd0: segments <= 7'b1111110;     
        4'd1: segments <= 7'b0110000;     
        4'd2: segments <= 7'b1101101;     
        4'd3: segments <= 7'b1111001;     
        4'd4: segments <= 7'b0110011;     
        4'd5: segments <= 7'b1011011;     
        4'd6: segments <= 7'b1011111;     
        4'd7: segments <= 7'b1110000;     
        4'd8: segments <= 7'b1111111;     
        4'd9: segments <= 7'b1110011;     
        4'hA: segments <= 7'b1110111;     
        4'hB: segments <= 7'b0011111;     
        4'hC: segments <= 7'b1001110;     
        4'hD: segments <= 7'b0111101;     
        4'hE: segments <= 7'b1001111;     
        4'hF: segments <= 7'b1000111;     
    endcase
end
always @(posedge px_clk)
begin
    RGBStr_o[22:0] <= RGBStr_i[22:0];
    RGBStr_o[25:23] <= (
               (segments[6]) &&
               (RGBStr_i[12:3] > pos_y) && (RGBStr_i[12:3] < pos_y + hseg) &&
               (RGBStr_i[22:13] > pos_x) && (RGBStr_i[22:13] < pos_x + wseg)
               ) || (
               (segments[5]) &&
               (RGBStr_i[12:3] > pos_y) && (RGBStr_i[12:3] < pos_y+wseg) &&
               (RGBStr_i[22:13] > pos_x+wseg-hseg) && (RGBStr_i[22:13] < pos_x+wseg)
               ) || (
               (segments[4]) &&
               (RGBStr_i[12:3] > pos_y+wseg-hseg) && (RGBStr_i[12:3] < pos_y+2*wseg-hseg) &&
               (RGBStr_i[22:13] > pos_x+wseg-hseg) && (RGBStr_i[22:13] < pos_x+wseg)
               ) || (
               (segments[3]) &&
               (RGBStr_i[12:3] > pos_y+2*(wseg-hseg)) && (RGBStr_i[12:3] < pos_y+2*wseg-hseg) &&
               (RGBStr_i[22:13] > pos_x) && (RGBStr_i[22:13] < pos_x+wseg)
               ) || (
               (segments[2]) &&
               (RGBStr_i[12:3] > pos_y+wseg-hseg) && (RGBStr_i[12:3] < pos_y+2*wseg-hseg) &&
               (RGBStr_i[22:13] > pos_x) && (RGBStr_i[22:13] < pos_x+hseg)
               ) || (
               (segments[1]) &&
               (RGBStr_i[12:3] > pos_y) && (RGBStr_i[12:3] < pos_y+wseg) &&
               (RGBStr_i[22:13] > pos_x) && (RGBStr_i[22:13] < pos_x+hseg)
               ) || (
               (segments[0]) &&
               (RGBStr_i[12:3] > pos_y+wseg-hseg) && (RGBStr_i[12:3] < pos_y+wseg) &&
               (RGBStr_i[22:13] > pos_x) && (RGBStr_i[22:13] < pos_x+wseg)
               ) ? color : RGBStr_i[25:23];
end
endmodule
--- design/flow/config.mk ---
export PLATFORM = sky130hd
export DESIGN_NAME = PxsDigit
export DESIGN_NICKNAME = PxsDigit
export VERILOG_FILES = /design/flow/design.v
export SDC_FILE = /design/flow/constraint.sdc
export NUM_CORES = 4
export LEC_CHECK = 1
export CORE_UTILIZATION = 50
==> out/qor.yml <==
crit_fanout: 8
hold_class: "register to register"
warning_count: 43
dr.pass1.iters: 5
syn2layout_area_growth_pct: 23.53
htree_levels: 2
syn_area_um2: 4287
netlist_instances: 522
cts-buffers-inserted: 5
num_rows: 33
top_cell_area_share_pct: 28.90
finalSetupViolations: 0
rrSetupSlack_ns: 3.65
insertion_delay_ns: 0.29
area_leaders: "ha_1 (29%), dfxtp_1 (15%), xnor2_1 (9.0%), a21oi_1 (4.3%), inv_1 (3.2%)"
numSynthFlops: 33
ios: 77
timing_worst_setup_path_type: "input pin to register"
die_y_um: 94.59
routedWlPerCell_um: 15.36
worst_hold_slack_ns: 0.7053
io_buffers: 76
rsz0062_at_grt: "no"
grt.overflow.total: 0
grt_start_max_net_pins: 17
seq_area_frac_synth_pct: 15.41
grt_util_all_layers_pct: 25.85
grt_pass1_wl_um: 17910
clock_path_buffers: 2
ir_worst_vdd_mv: 0.1299
fp_util_pct: 51.91
ff_type: "dfxtp_1"
final_util_pct: 64.12
finalHoldViolCount: 0
start_kind: "input pin"
wl_um: 10890
hold_buffers: 0
fin_crit_sh_pct: 91.50
ant_nets: 0
root_buffer: "clkbuf_8"
drc: 0
maxSlewViolCount: 0
rr_endpoint: "RGBStr_o[25]"
fp.dieW_um: 94.59
yosys_warnings: 1
placed_cell_area_um2: 5209
worstMarginPinSlew_ns: 0.5808
n_antenna_cell: 0
power.density_nw_per_um2: 188.0
p_leak_uw: 0.002292
r2r_cells: 5
place.gp.congestion: 0.9244
outcome: "finished clean"
cp.required_ns: 5.06
cp-end-kind: "register"
hold-path-endpoint: "RGBStr_o[24]"
first_global_vias: 3781
ys_cells: 522
fin_area_um2: 5295
hpwl_um: 9090
cts_resized: 0
drtIter0Drc: 94
async_flop_share_pct: 0
core_area_um2: 8258
top_area_cell: "ha_1"
power_uw: 995.4
final.min_clock_period_ns: 4.483
num_vias: 3998
arrival_ns: 4.65
synth-area-yosys_um2: 4287
rr_startpoint: "segments[5]"
skew_ns: 0.007989
clk_pin_slew_worst_paths_ns: 0.08
edf_count: 0
antenna_found_initial: 0
cts_tree: "built"
setup-tns-final_ns: 0
cap_violations: 0
dieArea_um2: 8947
postSynthAreaPerCell_um2: 8.212
min_from: "segments[0]"
cts_setup_buffers: 0
fmax_ghz: 0.2230
ys_types: 61
hold_path_depth: 3
slew_headroom_pct: 60.93
viasPerCell: 5.639
clkSinkCount: 33
final_layout_size_suffix_gt1_share_pct: 4.967
[sequential cells by signal, indices dropped and copies added (netlist names)]
register  cells
RGBStr_o     26
segments      7
[logic make-up (layout without fill, tap and decap cells)]
logic type	count (synthesis)	count (layout)	share of synthesized area, %
adder cells (fa/ha/maj)	99	99	28.90
flip-flops	33	33	15.41
AND-OR/OR-AND	128	128	20.29
buffers and inverters	53	135	5.079
XOR/XNOR	52	52	10.62
AND/OR/NAND/NOR	157	157	19.70
[cells in the final DEF, fill, tap and decap left out, types with 4 or more instances in the layout]
cell	netlist	layout
ha_1	99	99
o21a_1	8	8
xnor2_1	44	44
xor2_1	8	8
or3_1	5	5
nor3_1	18	18
nand2_1	34	34
o21ai_0	21	21
a21oi_1	37	37
clkbuf_8	0	6
o31ai_1	4	4
o22ai_1	5	5
a21o_1	9	9
nor4_1	7	7
clkdlybuf4s50_1	0	76
dfxtp_1	33	33
buf_4	0	14
inv_1	36	36
nand4_1	12	12
nor2_1	33	33
and4_1	4	4
a2111oi_0	4	4
nand3_1	11	11
nor2b_1	6	6
nand2b_1	7	7
a211oi_1	7	7
[critical path, stage by stage]
cell,delay (ns)
clkdlybuf4s50_1,0.42
inv_1,0.13
ha_1,0.32
nand2b_1,0.17
nand2_1,0.13
xnor2_1,0.35
nand2_1,0.09
nor2_1,0.13
xor2_1,0.08
ha_1,0.22
or4_1,0.50
a221oi_1,0.20
o221ai_1,0.17
nand4b_1,0.12
a311oi_1,0.08
a311o_1,0.39
nand4_2,0.09
nand3b_1,0.08
[report_power, final]
part | internal, µW | total (µW) | switching, µW
registers | 288 | 293 | 5.00
logic | 237 | 491 | 254
clock network | 112 | 212 | 101
[per-stage QoR]
stage / setup WS [ns] / instances
5_1_grt: 0.08503 / 709
4_1_cts: 0.4411 / 709
2_1_floorplan: 0.6780 / 522
3_3_place_gp: 0.2520 / 702
6_report: 0.4166 / 709
3_5_place_dp: 0.1782 / 702
[synthesized netlist by cell type, types with 3 or more instances]
cell and n:
a2111oi_0 4, a211oi_1 7, a21o_1 9, a21oi_1 37, a22oi_1 3, and2_1 3
and3_1 3, and4_1 4, buf_2 9, clkbuf_1 5, dfxtp_1 33, ha_1 99
inv_1 36, nand2_1 34, nand2b_1 7, nand3_1 11, nand3b_1 3, nand4_1 12
nor2_1 33, nor2b_1 6, nor3_1 18, nor4_1 7, o211ai_1 3, o21a_1 8
o21ai_0 21, o221ai_1 3, o22ai_1 5, o31a_1 3, o31ai_1 4, or3_1 5
xnor2_1 44, xor2_1 8
[layout make-up]
cell class	count	area, µm²
Timing Repair Buffer	90	865.8
Fill cell	721	2963
Sequential cell	33	660.6
Multi-Input combinational cell	436	3408
Clock buffer	7	86.33
Tap cell	105	131.4
Inverter	38	142.6
[worst max path at each step]
stage	cells after the start	slack [ns]	endpoint	from
global route	18	0.09	RGBStr_o[25]	pos_y[1]
finish	18	0.42	RGBStr_o[25]	pos_y[2]
CTS	18	0.44	RGBStr_o[25]	pos_y[2]
[routing by layer]
| layer | part of all wire, % | vias to the layer above | track usage, % |
|---|---|---|---|
| li1 | - | 2085 | - |
| met1 | 46 | 1803 | 33.60 |
| met2 | 48 | 90 | 46.32 |
| met3 | 3.4 | 20 | 2.369 |
| met4 | 2.6 | 0 | 6.313 |
| met5 | 0 | - | 0 |
